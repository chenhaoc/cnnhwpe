File: design.v
`timescale 1ns/10ps
module kernel_fetcher(
    input  wire          clk,
    input  wire          rst,
    input  wire          matrixmac_st,
    input  wire          Kernel_333,
    input  wire  [3:0]   Kernel_size,
    input  wire  [15:0]  Conv_CH_count,
    input  wire  [9:0]   K_count,
    input  wire  [15:0]  W_count,
    input  wire  [15:0]  H_count,
    input  wire  [63:0]  kernel_rd1,
    input  wire  [63:0]  kernel_rd2,
    output wire  [21-1:0] kernel_ra1,
    output wire  [21-1:0] kernel_ra2,
    output wire          kernel_ren1,
    output wire          kernel_ren2,
    input  wire         fifo_empty,
    output wire [64*16-1:0] rm
);
reg [63:0] rm0[0:15];
reg [63:0] rm1[0:15];
reg [21-4:0] KernelSramAddr;
reg [21-4:0] KernelSramAddr2;
reg [9:0]  countK;
reg [15:0] countW;
reg [15:0] countH;
reg [15:0] conv_countW;
reg [15:0] conv_countCH;
reg [1:0]  round; 
wire lastH;
wire lastW;
wire lastK;
wire fetch_lastrow;
wire conv_W_lastCH;
wire conv_countCH_lastrow;
wire conv_lastW;
wire conv_lastrow;
wire fetch_firstrow;
wire conv_W_firstCH;
wire conv_countCH_firstrow;
wire conv_firstW;
wire conv_firstrow;
wire countH_lastrow;
wire countW_lastrow;
wire countK_lastrow;
wire [9:0]  countK_w;
wire [15:0] countW_w;
wire [15:0] countH_w;
wire [15:0] conv_countW_w;
wire [15:0] conv_countCH_w;
wire [1:0]  round_w;
reg pingpong_sw;  
reg fifo_empty_d1;
reg [2:0] cnt;
reg kernel_fetch_en;
reg kernel_fetch_en_d1;
wire pingpong_sw_w;
wire [2:0] cnt_w;
wire kernel_fetch_en_w;
reg cnt_en;
wire cnt_en_w;
assign conv_pe_st = ~fifo_empty&fifo_empty_d1;
assign conv_pe_ed = fifo_empty&~fifo_empty_d1;
assign kernel_fetch_en_w = cnt_en_w;
assign cnt_en_w = matrixmac_st | conv_pe_st ? 1'b1 : (conv_pe_ed ? 1'b0 : cnt_en);
assign cnt_w = cnt_en ? cnt + 1'b1 : cnt;
assign pingpong_sw_w = cnt==3'b111 ? ~pingpong_sw : pingpong_sw;
always @(posedge clk) begin
    if(rst) begin
        fifo_empty_d1 <= #1 1'b0;
        pingpong_sw <= #1 1'b0;
        cnt <= #1 3'b000;
        cnt_en <= #1 1'b0;
        kernel_fetch_en <= #1 1'b0;
        kernel_fetch_en_d1 <= #1 1'b0;
    end
    else begin
        fifo_empty_d1 <= #1 fifo_empty;
        pingpong_sw <= #1 pingpong_sw_w;
        cnt <= #1 cnt_w;
        cnt_en <= #1 cnt_en_w;
        kernel_fetch_en <= #1 kernel_fetch_en_w;
        kernel_fetch_en_d1 <= #1 kernel_fetch_en;
    end
end
assign conv_W_lastCH = conv_countCH==16'd1;
assign conv_W_firstCH = conv_countCH==Conv_CH_count;
assign conv_lastW = conv_countW==16'd1;
assign conv_firstW = conv_countW==Kernel_size;
assign lastH = countH==16'd1;
assign lastW = countW==16'd1;
assign lastK = countK==10'd1;
assign fetch_lastrow = kernel_fetch_en & (cnt==3'd7);
assign fetch_firstrow= kernel_fetch_en & (cnt==3'd0);
assign conv_countCH_lastrow = conv_W_lastCH & fetch_lastrow ;
assign conv_countCH_firstrow = conv_W_firstCH & fetch_firstrow;
assign conv_lastrow = Kernel_333 ? (round==3'b00 & fetch_lastrow) : conv_lastW & conv_countCH_lastrow;
assign conv_firstrow= Kernel_333 ? (round==3'b11 & fetch_firstrow) : conv_firstW& conv_countCH_firstrow;
assign countH_lastrow = lastH & conv_lastrow;
assign countW_lastrow = lastW & countH_lastrow;
assign countK_lastrow = lastK & countW_lastrow;
assign conv_countCH_w = !Kernel_333 ? (matrixmac_st ? Conv_CH_count :
                        (fetch_lastrow ?  (conv_countCH_lastrow ? Conv_CH_count:conv_countCH-1'b1)
                        : conv_countCH)) : Conv_CH_count;
assign conv_countW_w = !Kernel_333 ? (matrixmac_st ? Kernel_size :
                       (conv_countCH_lastrow ? (conv_lastrow ? Kernel_size:conv_countW-1'b1)
                       : conv_countW)) : Kernel_size;
assign round_w  = Kernel_333 ? (matrixmac_st ? 2'b11 :
                  fetch_lastrow ? (round==2'b00 ? 2'b11 : round-1'b1) : round)
                  : 2'b11;
assign countH_w = matrixmac_st ? H_count :
                  conv_lastrow ? (countH_lastrow ? H_count:countH-1'b1) : countH;
assign countW_w = matrixmac_st ? W_count :
                  countH_lastrow ? (countW_lastrow ? W_count:countW-1'b1) : countW;
assign countK_w = matrixmac_st ? K_count :
                  countW_lastrow ? (countK_lastrow ? K_count:countK-1'b1) : countK;
always @(posedge clk) begin
    if(rst) begin
        conv_countCH <= #1 16'd0;
        conv_countW <= #1 16'd0;
        countH <= #1 16'd0;
        countW <= #1 16'd0;
        countK <= #1 10'd0;
        round <= #1 2'b11;
    end
    else begin
        conv_countCH <= #1 conv_countCH_w;
        conv_countW <= #1 conv_countW_w;
        countH <= #1 countH_w;
        countW <= #1 countW_w;
        countK <= #1 countK_w;
        round <= #1 round_w;
    end
end
assign kernel_fetch_st = kernel_fetch_en & ~kernel_fetch_en_d1;
reg [21-4:0] KernelSramAddr_conv;
wire [21-4:0] KernelSramAddr_conv_w;
wire [21-4:0] KernelSramAddr_w;
assign KernelSramAddr_conv_w = conv_firstrow ? KernelSramAddr : KernelSramAddr_conv;
assign KernelSramAddr_w = conv_lastrow&~countW_lastrow ? KernelSramAddr_conv :
                          fetch_lastrow ? KernelSramAddr+5'd9 :
                          kernel_fetch_en ? KernelSramAddr+1'b1 : KernelSramAddr;
always @(posedge clk) begin
    if(rst) begin
        KernelSramAddr <= #1 {(21-3){1'b0}};
        KernelSramAddr2 <= #1 {(21-3){1'b0}};
        KernelSramAddr_conv <= #1 {(21-3){1'b0}};
    end
    else begin
        KernelSramAddr <= #1 KernelSramAddr_w;
        KernelSramAddr2 <= #1 KernelSramAddr_w+4'd8;
        KernelSramAddr_conv <= #1 KernelSramAddr_conv_w;
    end
end
wire pingpong_sw_write;
wire pingpong_sw_read;
assign pingpong_sw_write = pingpong_sw & cnt_en;
assign pingpong_sw_read = ~pingpong_sw & cnt_en;
always @(posedge clk) begin
    rm0[0]  <= #1 (cnt_en==1'b1 && pingpong_sw_write==1'b0 && cnt==3'd0) ? kernel_rd1 : rm0[0];
    rm0[1]  <= #1 (cnt_en==1'b1 && pingpong_sw_write==1'b0 && cnt==3'd1) ? kernel_rd1 : rm0[1];
    rm0[2]  <= #1 (cnt_en==1'b1 && pingpong_sw_write==1'b0 && cnt==3'd2) ? kernel_rd1 : rm0[2];
    rm0[3]  <= #1 (cnt_en==1'b1 && pingpong_sw_write==1'b0 && cnt==3'd3) ? kernel_rd1 : rm0[3];
    rm0[4]  <= #1 (cnt_en==1'b1 && pingpong_sw_write==1'b0 && cnt==3'd4) ? kernel_rd1 : rm0[4];
    rm0[5]  <= #1 (cnt_en==1'b1 && pingpong_sw_write==1'b0 && cnt==3'd5) ? kernel_rd1 : rm0[5];
    rm0[6]  <= #1 (cnt_en==1'b1 && pingpong_sw_write==1'b0 && cnt==3'd6) ? kernel_rd1 : rm0[6];
    rm0[7]  <= #1 (cnt_en==1'b1 && pingpong_sw_write==1'b0 && cnt==3'd7) ? kernel_rd1 : rm0[7];
    rm0[8]  <= #1 (cnt_en==1'b1 && pingpong_sw_write==1'b0 && cnt==3'd0) ? kernel_rd2 : rm0[8];
    rm0[9]  <= #1 (cnt_en==1'b1 && pingpong_sw_write==1'b0 && cnt==3'd1) ? kernel_rd2 : rm0[9];
    rm0[10] <= #1 (cnt_en==1'b1 && pingpong_sw_write==1'b0 && cnt==3'd2) ? kernel_rd2 : rm0[10];
    rm0[11] <= #1 (cnt_en==1'b1 && pingpong_sw_write==1'b0 && cnt==3'd3) ? kernel_rd2 : rm0[11];
    rm0[12] <= #1 (cnt_en==1'b1 && pingpong_sw_write==1'b0 && cnt==3'd4) ? kernel_rd2 : rm0[12];
    rm0[13] <= #1 (cnt_en==1'b1 && pingpong_sw_write==1'b0 && cnt==3'd5) ? kernel_rd2 : rm0[13];
    rm0[14] <= #1 (cnt_en==1'b1 && pingpong_sw_write==1'b0 && cnt==3'd6) ? kernel_rd2 : rm0[14];
    rm0[15] <= #1 (cnt_en==1'b1 && pingpong_sw_write==1'b0 && cnt==3'd7) ? kernel_rd2 : rm0[15];
    rm1[0]  <= #1 (cnt_en==1'b1 && pingpong_sw_write==1'b1 && cnt==3'd0) ? kernel_rd1 : rm1[0];
    rm1[1]  <= #1 (cnt_en==1'b1 && pingpong_sw_write==1'b1 && cnt==3'd1) ? kernel_rd1 : rm1[1];
    rm1[2]  <= #1 (cnt_en==1'b1 && pingpong_sw_write==1'b1 && cnt==3'd2) ? kernel_rd1 : rm1[2];
    rm1[3]  <= #1 (cnt_en==1'b1 && pingpong_sw_write==1'b1 && cnt==3'd3) ? kernel_rd1 : rm1[3];
    rm1[4]  <= #1 (cnt_en==1'b1 && pingpong_sw_write==1'b1 && cnt==3'd4) ? kernel_rd1 : rm1[4];
    rm1[5]  <= #1 (cnt_en==1'b1 && pingpong_sw_write==1'b1 && cnt==3'd5) ? kernel_rd1 : rm1[5];
    rm1[6]  <= #1 (cnt_en==1'b1 && pingpong_sw_write==1'b1 && cnt==3'd6) ? kernel_rd1 : rm1[6];
    rm1[7]  <= #1 (cnt_en==1'b1 && pingpong_sw_write==1'b1 && cnt==3'd7) ? kernel_rd1 : rm1[7];
    rm1[8]  <= #1 (cnt_en==1'b1 && pingpong_sw_write==1'b1 && cnt==3'd0) ? kernel_rd2 : rm1[8];
    rm1[9]  <= #1 (cnt_en==1'b1 && pingpong_sw_write==1'b1 && cnt==3'd1) ? kernel_rd2 : rm1[9];
    rm1[10] <= #1 (cnt_en==1'b1 && pingpong_sw_write==1'b1 && cnt==3'd2) ? kernel_rd2 : rm1[10];
    rm1[11] <= #1 (cnt_en==1'b1 && pingpong_sw_write==1'b1 && cnt==3'd3) ? kernel_rd2 : rm1[11];
    rm1[12] <= #1 (cnt_en==1'b1 && pingpong_sw_write==1'b1 && cnt==3'd4) ? kernel_rd2 : rm1[12];
    rm1[13] <= #1 (cnt_en==1'b1 && pingpong_sw_write==1'b1 && cnt==3'd5) ? kernel_rd2 : rm1[13];
    rm1[14] <= #1 (cnt_en==1'b1 && pingpong_sw_write==1'b1 && cnt==3'd6) ? kernel_rd2 : rm1[14];
    rm1[15] <= #1 (cnt_en==1'b1 && pingpong_sw_write==1'b1 && cnt==3'd7) ? kernel_rd2 : rm1[15];
end
wire [64*16-1:0] rm0_all;
wire [64*16-1:0] rm1_all;
assign rm0_all = { rm0[15], rm0[14], rm0[13], rm0[12], rm0[11], rm0[10], rm0[9], rm0[8],
                   rm0[7], rm0[6], rm0[5], rm0[4], rm0[3], rm0[2], rm0[1], rm0[0] };
assign rm1_all = { rm1[15], rm1[14], rm1[13], rm1[12], rm1[11], rm1[10], rm1[9], rm1[8],
                   rm1[7], rm1[6], rm1[5], rm1[4], rm1[3], rm1[2], rm1[1], rm1[0] };
assign rm = pingpong_sw_read ? rm1_all : rm0_all;
assign kernel_ra1 = {KernelSramAddr,3'b000};
assign kernel_ra2 = {KernelSramAddr2,3'b000};
assign kernel_ren1 = kernel_fetch_en;
assign kernel_ren2 = kernel_fetch_en;
endmodule
File: run.sh
#!/bin/bash
# OpenROAD 26Q1-2900-gdf79404cd8, Yosys 0.63+post, stock flow scripts
make -C /OpenROAD-flow-scripts/flow DESIGN_CONFIG=/design/flow/config.mk WORK_HOME=/design/flow/orfs finish
File: config.mk
export PLATFORM = sky130hd
export DESIGN_NAME = kernel_fetcher
export DESIGN_NICKNAME = kernel_fetcher
export VERILOG_FILES = /design/flow/design.v
export SDC_FILE = /design/flow/constraint.sdc
export NUM_CORES = 4
export LEC_CHECK = 1
export CORE_AREA = 10 10 700 700
export DIE_AREA = 0 0 710 710
File: constraint.sdc
current_design kernel_fetcher

set clk_period 75.9
set clk_io_pct 0.2

create_clock -name clk0 -period $clk_period [get_ports {clk}]

set non_clock_inputs [all_inputs -no_clocks]
set_input_delay [expr $clk_period * $clk_io_pct] -clock clk0 $non_clock_inputs
set_output_delay [expr $clk_period * $clk_io_pct] -clock clk0 [all_outputs]
==> impl_metrics.tcl <==
# collected from the flow reports
set metrics [dict create \
    run_status "complete, no violations" \
    critical_path.max_stage_delay_ps 670 \
    startpoint_kind_of_the_worst_setup_timing_path "register" \
    timing.max_slew.rel_slack_pct 43.5 \
    cp.arrival_ps 6350 \
    min_path_type "register to register" \
    dr_total_vias 52300 \
    global_route_total_overflow 0 \
    critical_path.max_fanout 104 \
    crit_path_frequent_cell "sky130_fd_sc_hd__buf_4" \
    power.net_switching_uw 617 \
    yosys-stat-area_sq_um 81200 \
    synth_largest_type_area_fraction_pct 75.7 \
    timing_hold_violations_final 0 \
    chip_area_sq_um 504000 \
    criticalPathCategory "register to primary output" \
    p_int_mw 2.04 \
    drt-pass1-iter-count 7 \
    yosys.cell_count.top_type "sky130_fd_sc_hd__nand2_1" \
    design.core.area_sq_um 475000 \
    ranking_of_synthesized_cells_by_instance_count "sky130_fd_sc_hd__nand2_1, sky130_fd_sc_hd__edfxtp_1, sky130_fd_sc_hd__clkbuf_1" \
    asyncSetResetFlopFracSynth_pct 0 \
    h-tree-depth 4 \
    max_slew.worst_pin.slew_ps 844 \
    finalPower_mw 2.65 \
    insertion_delay_ps 900 \
    critical-path-slowest-cell "sky130_fd_sc_hd__buf_4" \
    top_area_cell "sky130_fd_sc_hd__edfxtp_1" \
    setup-tns-final_ps 0 \
    finalCritPeriodShare_pct 28.4 \
    cts_buffers 231 \
    final.setup.worst_slack_ps 54370 \
    seq_power_share_pct 50.2 \
    drv.max_cap_violation_count 0 \
    fp-row-count 253 \
    setup_repair_after_global_routing_missed_its_margin "no" \
    clock_root_buffer "sky130_fd_sc_hd__clkbuf_16" \
    leakagePower_nw 39.4 \
    drc_errors 0 \
    log.warning_count 57 \
    fp.dieW_um 710 \
    switching_share_pct 23.3 \
    ir_worst_vdd_mv 0.0277 \
    postCtsHoldBufs 0 \
    post_route_cells_drive_above_1_share_pct 7.38 \
    clkSinkCount 2171 \
    postRouteWirelength_um 306000 \
    netlist_area_sq_um 81200 \
    routed_via_density 3.69 \
    post_cts_buffers 0 \
    power.combinational.fraction_pct 8.8 \
    grt_use_total_pct 12.0 \
    layout-area-overhead-vs-synth_pct 34.6 \
    fillerInstances 49000 \
    routedWlPerCell_um 21.6 \
    hpwlAfterDp_um 209000 \
    slew_viol_final 0 \
    power_density_nw_per_um2 24.3 \
    gpl.final_weighted_congestion 0.859 \
    layout_min_cycle_time_ps 21530 \
    iteration_0_drc_markers 3659 \
    crit_path_end_kind "primary output" \
    dieHeight_um 710 \
    max_freq_mhz 46.4 \
    tritoncts_clock_tree "built" \
    final-comb-area_sq_um 16100 \
    count_of_instances_resized_after_the_clock_tree_is_built 0 \
    syn_area_per_cell_sq_um 12.9 \
    clkSlewWorstSetupHoldPaths_ps 60 \
    synthesis.instances 6289 \
    design.portCount 1263 \
    clock_skew_ps 61.8 \
    cts_max_path_buffers 4 \
    dominantRegCellSynth "sky130_fd_sc_hd__edfxtp_1" \
    numSynthFlops 2171 \
    yosysUniqueCellTypes 70 \
    numPortBuffers 1246 \
    grt_first_pass_wirelength_um 411000 \
    seq_area_frac_synth_pct 78.7 \
    synth.yosys.num_cells 6289 \
    critPathRequiredTime_ps 60720 \
    placed_standard_cell_area_sq_um 102000 \
    enable_flop_cells 2048 \
    synth.top_cells.by_area "sky130_fd_sc_hd__edfxtp_1, sky130_fd_sc_hd__nand2_1, sky130_fd_sc_hd__dfxtp_1" \
    finish.cell_count_without_fillers 14200 \
    drt.antenna.violating_nets 0 \
    yosys_warnings 6 \
    floorplanUtilization_pct 17.1 \
    setup.reg_to_reg.worst_slack_ps 71070 \
    finish.instance_area_sq_um 109000 \
    maximum_number_of_pins_on_one_net_before_global_route_repair 141 \
    number_of_global_route_vias_before_repair 50900 \
    place_ws_ps 55170 \
    setup_viol_count_final 0 \
    post-place-cells 13700 \
    cells_traversed_along_the_worst_timing_path "nor2b_4 -> buf_4 -> buf_4 -> buf_4 -> buf_4 -> buf_12 -> buf_4 -> nand2_1 -> nand2_1 -> clkdlybuf4s50_1" \
    grt_antenna_before_repair 50 \
    flop_area_sq_um 64000 \
    power.clock.fraction_pct 41.1 \
]
-- placed cells by master, fill, tap and decap left out, drive strengths merged, types with 4 or more instances in the layout --
cell type	n
clkinvlp	7
edfxtp	2048
nand2b	10
o21ai	62
or3	9
a22oi	15
inv	45
nand2	3134
a31o	6
clkinv	81
nor3	45
xor2	11
conb	6
nor4	12
bufinv	13
a21o	10
and3	15
a21oi	66
nor2	147
nand4	22
and2	10
mux2i	31
diode	32
clkdlybuf4s50	1226
ha	18
mux2	13
buf	224
a221oi	4
clkbuf	305
nand3	26
or4	6
xnor2	43
dfxtp	123
nor2b	11
a211oi	29
o22ai	4
-- layout make-up --
| cell class | instances | area share [%] |
|---|---|---|
| antenna | 32 | 0.0732 |
| clock buffer | 305 | 5.61 |
| clock inverter | 116 | 1.02 |
| inverter | 30 | 0.103 |
| multi-input combinational | 3802 | 14.8 |
| sequential | 2171 | 58.5 |
| tap | 6247 | 7.15 |
| timing repair buffer | 1450 | 12.8 |
-- stage by stage --
| step | hold slack [ps] | util [%] |
|---|---|---|
| CTS | 452 | 23.0 |
| floorplan | 431 | - |
| detailed placement | 444 | 21.5 |
| finish | 452 | 23.0 |
| global route | 480 | 23.0 |
| global placement | 442 | 21.5 |
-- registers in the layout, summed over array words and instances (netlist names) --
signal               count
fifo_empty_d1            1
countW                  16
KernelSramAddr_conv     18
round                    2
pingpong_sw              1
KernelSramAddr          15
cnt                      3
conv_countW             16
conv_countCH            16
kernel_fetch_en          1
KernelSramAddr2         18
rm1                   1024
rm0                   1024
countH                  16
-- cell families (layout without fill, tap and decap cells) --
family,Yosys count,count (layout),share of synthesized area (%)
compound gates,217,217,1.70
xor+xnor,54,54,0.582
fa+ha+maj,19,19,0.290
buf+inv,321,1901,1.57
flops,2171,2171,78.7
mux,44,44,0.567
other cells,1,38,0.00462
simple gates,3462,3462,16.6
-- power groups by stage --
stage / Clock (mW) / Combinational (mW) / Sequential (mW)
after global routing: 1.17 / 0.254 / 1.33
after CTS: 1.12 / 0.240 / 1.33
final: 1.09 / 0.232 / 1.33
-- critical path, delay by kind of cell, from the launching register on --
family | cells | cell delay, ps
buffers and inverters | 7 | 4050
DFF | 1 | 440
and+or+nand+nor | 3 | 730
-- layer usage --
metal | up-vias | part of all wire, % | routed length (um) | global-route usage (%)
li1 | 24300 | - | - | -
met1 | 25300 | 36 | 110000 | 13.9
met2 | 2171 | 48 | 146000 | 19.6
met3 | 474 | 11 | 34000 | 5.74
met4 | 8 | 4.9 | 15100 | 4.61
met5 | - | 0.022 | 67 | 0.0374
-- worst paths after layout --
| path | from | endpoint | depth (start not counted) |
|---|---|---|---|
| worst max-delay path | pingpong_sw | rm[942] | 10 |
| worst min register to register | countH[14] | countH[14] | 2 |
| worst max register to register | cnt[0] | KernelSramAddr2[13] | 16 |
| worst min-delay path | countH[14] | countH[14] | 2 |
Power and IR drop assume default switching activity.
