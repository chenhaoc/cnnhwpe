$ cat flow/design.v
`timescale 1ns/10ps
module fifo(
    input  wire         clk,
    input  wire         rst,
    input  wire         w2entry,
    input  wire [127:0] wd,
    input  wire         wen,
    input  wire         ren,
    output wire [63:0]  rd,
    output reg          empty
);
reg [63:0] mem[0:1];
reg wp;
reg rp;
reg full;
always @(posedge clk ) begin
    if(rst)
        full <= #1 1'b0;
    else if((wen & !ren &((!w2entry&(wp^rp)) | (w2entry&empty))) | (wen&ren&w2entry&(wp^rp)))
        full <= #1 1'b1;
    else if(ren & !wen)
        full <= #1 1'b0;
end
always @(posedge clk) begin
    if(rst)
        empty <= #1 1'b1;
    else if(ren & !wen & (wp^rp))
        empty <= #1 1'b1;
    else if(wen)
        empty <= #1 1'b0;
end
always @(posedge clk) begin
    if(rst)
        wp <= #1 1'b0;
    else if(!w2entry & wen & (!full | ren))
        wp <= #1 ~wp;
end
always @(posedge clk) begin
    if(rst)
        rp <= #1 1'b0;
    else if(ren & !empty)
        rp <= #1 ~rp;
end
always @(posedge clk) begin
    if(wen & (!full|ren))
        mem[wp] <= #1 wd[63:0];
    if(w2entry&wen&(empty|(ren&!full)))
        mem[~wp] <= #1 wd[127:64];
end
assign rd = mem[rp];
endmodule
`timescale 1ns/10ps
module fifo_odd_even(
    input  wire         clk,
    input  wire         rst,
    input  wire         fifo_w2entry,
    input  wire [127:0] fifo0_wd,
    input  wire [127:0] fifo1_wd,
    input  wire         fifo0_wen,
    input  wire         fifo1_wen,
    input  wire         fifo_ren,
    output wire [63:0]  fifo_rd,
    output wire         fifo_empty
);
reg cnt;
wire fifo0_ren;
wire fifo1_ren;
wire [63:0] fifo0_rd;
wire [63:0] fifo1_rd;
wire fifo0_empty;
wire fifo1_empty;
assign fifo0_ren = fifo_ren & ~cnt;
assign fifo1_ren = fifo_ren & cnt;
assign fifo_empty = fifo0_empty & fifo1_empty;
assign fifo_rd = cnt ? fifo1_rd : fifo0_rd;
always @(posedge clk) begin
    if(rst)
        cnt <= #1 1'b0;
    else if(fifo_ren)
        cnt <= #1 ~cnt;
end
fifo    u_fifo0  (
         .clk    (clk)
        ,.rst    (rst)
        ,.w2entry(fifo_w2entry)
        ,.wd     (fifo0_wd)
        ,.wen    (fifo0_wen)
        ,.ren    (fifo0_ren)
        ,.rd     (fifo0_rd)
        ,.empty  (fifo0_empty)
);
fifo    u_fifo1  (
         .clk    (clk)
        ,.rst    (rst)
        ,.w2entry(fifo_w2entry)
        ,.wd     (fifo1_wd)
        ,.wen    (fifo1_wen)
        ,.ren    (fifo1_ren)
        ,.rd     (fifo1_rd)
        ,.empty  (fifo1_empty)
);
endmodule
$ cat flow/run.sh
#!/bin/bash
# OpenROAD 26Q1-2900-gdf79404cd8, Yosys 0.63+post, stock flow scripts
make -C /OpenROAD-flow-scripts/flow DESIGN_CONFIG=/design/flow/config.mk WORK_HOME=/design/flow/orfs finish
$ cat flow/config.mk
export PLATFORM = sky130hd
export DESIGN_NAME = fifo_odd_even
export DESIGN_NICKNAME = fifo_odd_even
export VERILOG_FILES = /design/flow/design.v
export SDC_FILE = /design/flow/constraint.sdc
export NUM_CORES = 4
export LEC_CHECK = 1
export CORE_UTILIZATION = 40
$ cat flow/constraint.sdc
current_design fifo_odd_even

set clk_period 17.1
set clk_io_pct 0.2

create_clock -name clk0 -period $clk_period [get_ports {clk}]

set non_clock_inputs [all_inputs -no_clocks]
set_input_delay [expr $clk_period * $clk_io_pct] -clock clk0 $non_clock_inputs
set_output_delay [expr $clk_period * $clk_io_pct] -clock clk0 [all_outputs]
==> results_slide.txt <==
Run Summary

Run status
  – Status: complete, no violations

Die
  – Die area: ~0.034 mm²
  – IO Pins: about 330
  – Starting Density: roughly two fifths
  – Core area: approximately 0.033 mm²
  – Row count: 66
  – Die width: approximately 180 µm
  – Die H: about 180 µm

Min path
  – Hold depth: 2
  – Hold EP: u_fifo1.full$_SDFFE_PP0P_
  – Hold WC Path Type: reg2reg
  – Hold Startpoint: u_fifo1.full$_SDFFE_PP0P_

Power
  – Clk network pwr share: a little over a third
  – Switching power: 382 µW
  – Peak VDD IR: between 80 and 90 µV
  – Combinational power share: between 10% and 20%
  – Leak: ~0.006 µW
  – Pwr dens: roughly 94 mW/mm²
  – Seq pwr share: a little under half
  – Cell Int Power: about 1300 µW
  – Switching Share: about 22%

Finish
  – Register area: between 0.007 and 0.008 mm²
  – Layout cells sized above 1: a little under a fifth
  – Fillers: around 2700
  – Fin cells: around 1700
  – Area delta synth->final: 35.0%
  – Post-route cell area: between 0.015 and 0.02 mm²
  – Area of the multi-input gates: slightly above 0.005 mm²

Routing
  – DRC viols: 0
  – Iter 0 DRT Violations: 337
  – Post-DR vias/cell: around 5.2
  – Final wirelength: between 30000 and 40000 µm
  – Via Count: approximately 8700
  – Iteration tally of the first detailed-router pass: 6
  – Detail Route Antenna Nets: 0
  – Wire per inst: 20.8 µm

Flow run
  – Max-cap viol count: 0
  – Log Warnings: 25

Synthesis
  – Yosys reg bits: between 200 and 300
  – Post-synthesis chip area from yosys: around 0.013 mm²
  – YS warnings: 2
  – Unique cell types: 36
  – Post-Syn Area: 0.0134 mm²
  – Ys cells: 902
  – Synth Seq Share: a little under 60%
  – Mean post-synth cell area: roughly 15 µm²
  – Syn Inst Count: around 900

Critical path
  – R2r endpoint: u_fifo0.mem[1][63]$_DFFE_PP_
  – R2r worst-path depth: 6
  – Max FO, Critical Path: between 70 and 80
  – CP bufs+invs: 2
  – R2R Path Start: cnt$_SDFFE_PP0P_
  – CP arrival: between 3 and 4 ns
  – Startpoint Class: register
  – Setup crit end kind: primary output
  – CP peak stage delay: a little over 0.7 ns
  – Kind of cell adding the most delay to the critical path: buffers and inverters
  – Kind of critical path: reg2out
  – Crit path max-delay cell type: dfxtp_4
  – CP Cell Sequence: buf_4 > nor2b_1 > a211oi_1 > a21oi_1 > clkdlybuf4s50_1
  – Reg2Reg Setup Slack: about 14 ns
  – WP data required: ~14 ns

Placement
  – Dpl cell area: about 0.017 mm²
  – # placed instances: about 1600
  – I/O Buffers: ~330
  – DP Wirelength: approximately 23000 µm
  – Placer congestion estimate: approximately 0.8
  – Dpl ws: between 10 and 15 ns

Final timing
  – Setup Viol. Count Final: 0
  – Final WS setup: 10.57 ns
  – Final Critical Period: between 6 and 7 ns
  – Setup Skew: around 0.017 ns
  – RSZ-0062 raised after global routing: no
  – Relative slew slack: 43.2%
  – Achievable frequency: around 150 MHz
  – Worst Max-Slew Pin Slew: ~0.85 ns
  – Period utilisation layout: around two fifths
  – Hold_ws: ~0.52 ns
  – Final Max Tran Viols: 0
  – Post-route setup TNS: 0 ns
  – Hold Vio Cnt, Final: 0

Global routing
  – Vias in the first global route: around 8700
  – Initial antenna violation count: 10
  – Largest net degree at the start of global routing: 73
  – GRT Total Usage: a little over a fifth
  – Congestion Overflow GR: 0
  – First-pass GRT wire length: a little over 50000 µm

CTS
  – Clock root cell: clkbuf_16
  – Post-CTS sizing: 0
  – CTS Hold Bufs: 0
  – CTS buffer count: 30
  – TritonCTS Sinks: about 270
  – Worst-skew pair later-pin latency: 0.55 ns
  – # Post-CTS Setup Buffers: 0
  – Clock transition at path regs: 0.06 ns
  – H-tree Lvls: 1
  – CTS tree: built
  – Clock Tree Buf Depth: 3
-- through the flow --
step | util, % | total power, µW
after floorplan | - | 944
after global placement | 52.3 | 1100
after detailed placement | 52.3 | 1100
after CTS | 55.2 | 1730
after global routing | 55.2 | 1780
final | 55.2 | 1700
-- cells in the final DEF (no fill, tap or decap), drive strengths merged --
| cell | n |
|---|---|
| clkdlybuf4s50 | 326 |
| mux2 | 257 |
| edfxtp | 256 |
| a21oi | 69 |
| nor2b | 65 |
| a211oi | 65 |
| mux2i | 64 |
| clkbuf | 44 |
| buf | 20 |
| dfxtp | 11 |
| clkinv | 8 |
| diode | 7 |
| o21ai | 6 |
| inv | 5 |
| o2111ai | 4 |
| nor2 | 4 |
| nand2b | 3 |
| xor2 | 3 |
| a31oi | 3 |
| o31ai | 3 |
| and3b | 2 |
| o21bai | 2 |
| bufinv | 2 |
| nor3b | 1 |
| a21o | 1 |
| a21boi | 1 |
| and2 | 1 |
| nand3b | 1 |
| or3 | 1 |
| a22oi | 1 |
| o22ai | 1 |
| or4 | 1 |
| nand2 | 1 |
| nand4 | 1 |
| and3 | 1 |
| o211ai | 1 |
-- power by group through the flow --
| stage | combinational [µW] | clock [µW] | sequential, µW |
|---|---|---|---|
| 4_1_cts | 284 | 640 | 802 |
| 5_1_grt | 303 | 666 | 807 |
| 6_report | 277 | 623 | 802 |
-- synthesized netlist by cell type, drive strengths merged --
| library cell | instances | share of area, % |
|---|---|---|
| buf | 47 | 2.4 |
| clkbuf | 20 | 0.56 |
| o2111ai | 4 | 0.26 |
| a22oi | 1 | 0.056 |
| nand3b | 1 | 0.056 |
| inv | 5 | 0.14 |
| and3b | 2 | 0.13 |
| o21ai | 6 | 0.22 |
| a21o | 1 | 0.056 |
| mux2 | 257 | 22 |
| o31ai | 3 | 0.17 |
| and2 | 1 | 0.047 |
| and3 | 1 | 0.047 |
| nand2 | 1 | 0.028 |
| nor2 | 4 | 0.11 |
| a31oi | 3 | 0.14 |
| o22ai | 1 | 0.047 |
| o211ai | 1 | 0.056 |
| mux2i | 64 | 4.8 |
| or3 | 1 | 0.047 |
| a211oi | 65 | 3.6 |
| nand2b | 3 | 0.14 |
| or4 | 1 | 0.056 |
| edfxtp | 256 | 57 |
| xor2 | 3 | 0.20 |
| a21boi | 1 | 0.056 |
| a21oi | 69 | 2.6 |
| o21bai | 2 | 0.11 |
| nand4 | 1 | 0.047 |
| nor2b | 65 | 3.0 |
| nor3b | 1 | 0.093 |
| dfxtp | 11 | 1.6 |
-- area by class of cell --
cell class / instances / share of cell area [%]
multi-input combinational: 563 / 28.7
clock buffer: 44 / 4.79
inverter: 5 / 0.104
sequential: 267 / 43.8
tap: 442 / 3.06
antenna: 7 / 0.0970
timing repair buffer: 346 / 18.9
clock inverter: 10 / 0.526
-- how the worst max path moves through the flow --
stage / depth (start not counted) / slack (ns) / start / endpoint
after CTS: 5 / 10.51 / register / fifo_rd[34]
after global routing: 5 / 10.32 / register / fifo_rd[34]
final: 5 / 10.57 / register / fifo_rd[34]
-- worst min-delay path, cell delays in order, from the launching register on --
cell and delay [ns]:
dfxtp_1 0.31, o21ai_0 0.07, a31oi_1 0.08
-- kinds of logic after synthesis --
logic type / Yosys count / synth area share [%]
muxes: 321 / 26.4
xor gates and xnor gates: 3 / 0.196
buffers and inverters: 72 / 3.08
DFF: 267 / 59.1
AOI/OAI and AO/OA: 157 / 7.40
and+or+nand+nor: 82 / 3.84
-- state kept, by name, indices dropped and copies added, names as in the netlist, named ones only --
| register | cells |
|---|---|
| u_fifo1.wp | 1 |
| cnt | 1 |
| u_fifo0.full | 1 |
| u_fifo1.rp | 1 |
| u_fifo1.mem | 128 |
| u_fifo0.wp | 1 |
| u_fifo1.full | 1 |
| u_fifo0.empty | 1 |
| u_fifo0.rp | 1 |
| u_fifo1.empty | 1 |
| u_fifo0.mem | 128 |
-- per-layer routing --
| metal | track usage (%) | up-vias | wire [µm] |
|---|---|---|---|
| met1 | 31.6 | 4191 | 14000 |
| met2 | 34.0 | 291 | 16900 |
| li1 | - | 4171 | - |
| met3 | 7.92 | 50 | 3470 |
| met4 | 4.33 | 14 | 636 |
| met5 | 0 | - | 86 |
Power and IR drop assume default switching activity.
