==> ./design.v <==
`timescale 1ns/10ps
module accreg(
    input  wire             clk,
    input  wire             rst,
    input  wire             wen,
    input  wire  [2:0]      w_acc_id,
    input  wire  [3:0]      w_pe_id,
    input  wire  [31:0]     w_wd,
    input  wire             ren,
    input  wire  [2:0]      r_acc_id,
    input  wire  [3:0]      r_pe_id,
    output wire  [31:0]     r_rd,
    input  wire             mac_out_en,
    input  wire  [2:0]      mac_acc_id,
    input  wire  [319:0]    mul_out_dat,
    input  wire             relu_ren,
    input  wire             relu_ren_st,
    input  wire  [2:0]      relu_acc_id,
    output wire  [31:0]     relu_accreg_0,
    output wire  [31:0]     relu_accreg_1,
    output wire  [31:0]     relu_accreg_2,
    output wire  [31:0]     relu_accreg_3,
    output reg              relu_accreg_en,
    input  wire             relu_out_continue,
    output reg              relu_done,
    input  wire             eai_rsp_valid,
    input  wire             eai_rsp_ready
);
reg [31:0] AccReg[0:7][0:15];
wire [19:0] mul_out_0;
wire [19:0] mul_out_1;
wire [19:0] mul_out_2;
wire [19:0] mul_out_3;
wire [19:0] mul_out_4;
wire [19:0] mul_out_5;
wire [19:0] mul_out_6;
wire [19:0] mul_out_7;
wire [19:0] mul_out_8;
wire [19:0] mul_out_9;
wire [19:0] mul_out_10;
wire [19:0] mul_out_11;
wire [19:0] mul_out_12;
wire [19:0] mul_out_13;
wire [19:0] mul_out_14;
wire [19:0] mul_out_15;
wire [32:0] add0 ;
wire [32:0] add1 ;
wire [32:0] add2 ;
wire [32:0] add3 ;
wire [32:0] add4 ;
wire [32:0] add5 ;
wire [32:0] add6 ;
wire [32:0] add7 ;
wire [32:0] add8 ;
wire [32:0] add9 ;
wire [32:0] add10;
wire [32:0] add11;
wire [32:0] add12;
wire [32:0] add13;
wire [32:0] add14;
wire [32:0] add15;
wire [31:0] add0_s ;
wire [31:0] add1_s ;
wire [31:0] add2_s ;
wire [31:0] add3_s ;
wire [31:0] add4_s ;
wire [31:0] add5_s ;
wire [31:0] add6_s ;
wire [31:0] add7_s ;
wire [31:0] add8_s ;
wire [31:0] add9_s ;
wire [31:0] add10_s;
wire [31:0] add11_s;
wire [31:0] add12_s;
wire [31:0] add13_s;
wire [31:0] add14_s;
wire [31:0] add15_s;
wire [31:0] add_src0 ;
wire [31:0] add_src1 ;
wire [31:0] add_src2 ;
wire [31:0] add_src3 ;
wire [31:0] add_src4 ;
wire [31:0] add_src5 ;
wire [31:0] add_src6 ;
wire [31:0] add_src7 ;
wire [31:0] add_src8 ;
wire [31:0] add_src9 ;
wire [31:0] add_src10;
wire [31:0] add_src11;
wire [31:0] add_src12;
wire [31:0] add_src13;
wire [31:0] add_src14;
wire [31:0] add_src15;
assign {mul_out_15, mul_out_14, mul_out_13, mul_out_12,
        mul_out_11, mul_out_10, mul_out_9,  mul_out_8,
        mul_out_7,  mul_out_6,  mul_out_5,  mul_out_4,
        mul_out_3,  mul_out_2,  mul_out_1,  mul_out_0} = mul_out_dat ;
assign add_src0  = AccReg[mac_acc_id][0 ];
assign add_src1  = AccReg[mac_acc_id][1 ];
assign add_src2  = AccReg[mac_acc_id][2 ];
assign add_src3  = AccReg[mac_acc_id][3 ];
assign add_src4  = AccReg[mac_acc_id][4 ];
assign add_src5  = AccReg[mac_acc_id][5 ];
assign add_src6  = AccReg[mac_acc_id][6 ];
assign add_src7  = AccReg[mac_acc_id][7 ];
assign add_src8  = AccReg[mac_acc_id][8 ];
assign add_src9  = AccReg[mac_acc_id][9 ];
assign add_src10 = AccReg[mac_acc_id][10];
assign add_src11 = AccReg[mac_acc_id][11];
assign add_src12 = AccReg[mac_acc_id][12];
assign add_src13 = AccReg[mac_acc_id][13];
assign add_src14 = AccReg[mac_acc_id][14];
assign add_src15 = AccReg[mac_acc_id][15];
assign add0  = {add_src0[31], add_src0 } + {{13{ mul_out_0[19]}}, mul_out_0};
assign add1  = {add_src1[31], add_src1 } + {{13{ mul_out_1[19]}}, mul_out_1};
assign add2  = {add_src2[31], add_src2 } + {{13{ mul_out_2[19]}}, mul_out_2};
assign add3  = {add_src3[31], add_src3 } + {{13{ mul_out_3[19]}}, mul_out_3};
assign add4  = {add_src4[31], add_src4 } + {{13{ mul_out_4[19]}}, mul_out_4};
assign add5  = {add_src5[31], add_src5 } + {{13{ mul_out_5[19]}}, mul_out_5};
assign add6  = {add_src6[31], add_src6 } + {{13{ mul_out_6[19]}}, mul_out_6};
assign add7  = {add_src7[31], add_src7 } + {{13{ mul_out_7[19]}}, mul_out_7};
assign add8  = {add_src8[31], add_src8 } + {{13{ mul_out_8[19]}}, mul_out_8};
assign add9  = {add_src9[31], add_src9 } + {{13{ mul_out_9[19]}}, mul_out_9};
assign add10 = {add_src10[31],add_src10} + {{13{mul_out_10[19]}},mul_out_10};
assign add11 = {add_src11[31],add_src11} + {{13{mul_out_11[19]}},mul_out_11};
assign add12 = {add_src12[31],add_src12} + {{13{mul_out_12[19]}},mul_out_12};
assign add13 = {add_src13[31],add_src13} + {{13{mul_out_13[19]}},mul_out_13};
assign add14 = {add_src14[31],add_src14} + {{13{mul_out_14[19]}},mul_out_14};
assign add15 = {add_src15[31],add_src15} + {{13{mul_out_15[19]}},mul_out_15};
assign add0_s = add0[32:31]==2'b01 ? 32'h7FFF_FFFF : add0[32:31]==2'b10 ? 32'h8000_0000 : add0[31:0];
assign add1_s = add1[32:31]==2'b01 ? 32'h7FFF_FFFF : add1[32:31]==2'b10 ? 32'h8000_0000 : add1[31:0];
assign add2_s = add2[32:31]==2'b01 ? 32'h7FFF_FFFF : add2[32:31]==2'b10 ? 32'h8000_0000 : add2[31:0];
assign add3_s = add3[32:31]==2'b01 ? 32'h7FFF_FFFF : add3[32:31]==2'b10 ? 32'h8000_0000 : add3[31:0];
assign add4_s = add4[32:31]==2'b01 ? 32'h7FFF_FFFF : add4[32:31]==2'b10 ? 32'h8000_0000 : add4[31:0];
assign add5_s = add5[32:31]==2'b01 ? 32'h7FFF_FFFF : add5[32:31]==2'b10 ? 32'h8000_0000 : add5[31:0];
assign add6_s = add6[32:31]==2'b01 ? 32'h7FFF_FFFF : add6[32:31]==2'b10 ? 32'h8000_0000 : add6[31:0];
assign add7_s = add7[32:31]==2'b01 ? 32'h7FFF_FFFF : add7[32:31]==2'b10 ? 32'h8000_0000 : add7[31:0];
assign add8_s = add8[32:31]==2'b01 ? 32'h7FFF_FFFF : add8[32:31]==2'b10 ? 32'h8000_0000 : add8[31:0];
assign add9_s = add9[32:31]==2'b01 ? 32'h7FFF_FFFF : add9[32:31]==2'b10 ? 32'h8000_0000 : add9[31:0];
assign add10_s = add10[32:31]==2'b01 ? 32'h7FFF_FFFF : add10[32:31]==2'b10 ? 32'h8000_0000 : add10[31:0];
assign add11_s = add11[32:31]==2'b01 ? 32'h7FFF_FFFF : add11[32:31]==2'b10 ? 32'h8000_0000 : add11[31:0];
assign add12_s = add12[32:31]==2'b01 ? 32'h7FFF_FFFF : add12[32:31]==2'b10 ? 32'h8000_0000 : add12[31:0];
assign add13_s = add13[32:31]==2'b01 ? 32'h7FFF_FFFF : add13[32:31]==2'b10 ? 32'h8000_0000 : add13[31:0];
assign add14_s = add14[32:31]==2'b01 ? 32'h7FFF_FFFF : add14[32:31]==2'b10 ? 32'h8000_0000 : add14[31:0];
assign add15_s = add15[32:31]==2'b01 ? 32'h7FFF_FFFF : add15[32:31]==2'b10 ? 32'h8000_0000 : add15[31:0];
reg [1:0] relu_cnt;
always @(posedge clk) begin
    if(mac_out_en) begin
        AccReg[mac_acc_id][0 ] <= #1  add0_s;
        AccReg[mac_acc_id][1 ] <= #1  add1_s;
        AccReg[mac_acc_id][2 ] <= #1  add2_s;
        AccReg[mac_acc_id][3 ] <= #1  add3_s;
        AccReg[mac_acc_id][4 ] <= #1  add4_s;
        AccReg[mac_acc_id][5 ] <= #1  add5_s;
        AccReg[mac_acc_id][6 ] <= #1  add6_s;
        AccReg[mac_acc_id][7 ] <= #1  add7_s;
        AccReg[mac_acc_id][8 ] <= #1  add8_s;
        AccReg[mac_acc_id][9 ] <= #1  add9_s;
        AccReg[mac_acc_id][10] <= #1 add10_s;
        AccReg[mac_acc_id][11] <= #1 add11_s;
        AccReg[mac_acc_id][12] <= #1 add12_s;
        AccReg[mac_acc_id][13] <= #1 add13_s;
        AccReg[mac_acc_id][14] <= #1 add14_s;
        AccReg[mac_acc_id][15] <= #1 add15_s;
    end
    else if(wen) begin
        AccReg[w_acc_id][w_pe_id] <= #1 w_wd;
    end
    if(ren&eai_rsp_valid&eai_rsp_ready) begin
        AccReg[r_acc_id][r_pe_id] <= #1 {32{1'b0}};
    end
    if(relu_cnt==2'b00 & relu_out_continue) begin
        AccReg[relu_acc_id][0] <= #1 {32{1'b0}};
        AccReg[relu_acc_id][1] <= #1 {32{1'b0}};
        AccReg[relu_acc_id][2] <= #1 {32{1'b0}};
        AccReg[relu_acc_id][3] <= #1 {32{1'b0}};
    end
    if(relu_cnt==2'b01 & relu_out_continue) begin
        AccReg[relu_acc_id][4] <= #1 {32{1'b0}};
        AccReg[relu_acc_id][5] <= #1 {32{1'b0}};
        AccReg[relu_acc_id][6] <= #1 {32{1'b0}};
        AccReg[relu_acc_id][7] <= #1 {32{1'b0}};
    end
    if(relu_cnt==2'b10 & relu_out_continue) begin
        AccReg[relu_acc_id][8] <= #1 {32{1'b0}};
        AccReg[relu_acc_id][9] <= #1 {32{1'b0}};
        AccReg[relu_acc_id][10] <= #1 {32{1'b0}};
        AccReg[relu_acc_id][11] <= #1 {32{1'b0}};
    end
    if(relu_cnt==2'b11 & relu_out_continue) begin
        AccReg[relu_acc_id][12] <= #1 {32{1'b0}};
        AccReg[relu_acc_id][13] <= #1 {32{1'b0}};
        AccReg[relu_acc_id][14] <= #1 {32{1'b0}};
        AccReg[relu_acc_id][15] <= #1 {32{1'b0}};
    end
end
reg [31:0] r_rd_reg;
assign r_rd = eai_rsp_valid ? AccReg[r_acc_id][r_pe_id] : r_rd_reg;
always @(posedge clk) begin
    if(rst) begin
        r_rd_reg <= #1 32'b0;
    end else begin
        r_rd_reg <= #1 eai_rsp_valid&eai_rsp_ready ? AccReg[r_acc_id][r_pe_id] : r_rd_reg;
    end
end
wire [1:0] relu_cnt_w;
wire relu_ren_4cycle;
assign relu_cnt_w = relu_out_continue ? relu_cnt+1'b1 : relu_cnt;
assign relu_accreg_en_w = relu_ren_st ? 1'b1 : (relu_cnt==2'b11 & relu_out_continue) ? 1'b0 : relu_accreg_en;
always @(posedge clk) begin
    if(rst) begin
        relu_cnt <= #1 2'b00;
        relu_accreg_en <= #1 1'b0;
        relu_done <= #1 1'b0;
    end
    else begin
        relu_cnt <= #1 relu_cnt_w;
        relu_accreg_en <= #1 relu_accreg_en_w;
        relu_done <= #1 relu_cnt==2'b11 & relu_out_continue;
    end
end
assign relu_accreg_0 = relu_ren ?
                       relu_cnt_w==2'b00 ? AccReg[relu_acc_id][0] :
                       relu_cnt_w==2'b01 ? AccReg[relu_acc_id][4] :
                       relu_cnt_w==2'b10 ? AccReg[relu_acc_id][8] :
                       relu_cnt_w==2'b11 ? AccReg[relu_acc_id][12] : {32{1'b0}}
                       : {32{1'b0}};
assign relu_accreg_1 = relu_ren ?
                       relu_cnt_w==2'b00 ? AccReg[relu_acc_id][1] :
                       relu_cnt_w==2'b01 ? AccReg[relu_acc_id][5] :
                       relu_cnt_w==2'b10 ? AccReg[relu_acc_id][9] :
                       relu_cnt_w==2'b11 ? AccReg[relu_acc_id][13] : {32{1'b0}}
                       : {32{1'b0}};
assign relu_accreg_2 = relu_ren ?
                       relu_cnt_w==2'b00 ? AccReg[relu_acc_id][2] :
                       relu_cnt_w==2'b01 ? AccReg[relu_acc_id][6] :
                       relu_cnt_w==2'b10 ? AccReg[relu_acc_id][10]:
                       relu_cnt_w==2'b11 ? AccReg[relu_acc_id][14] : {32{1'b0}}
                       : {32{1'b0}};
assign relu_accreg_3 = relu_ren ?
                       relu_cnt_w==2'b00 ? AccReg[relu_acc_id][3] :
                       relu_cnt_w==2'b01 ? AccReg[relu_acc_id][7] :
                       relu_cnt_w==2'b10 ? AccReg[relu_acc_id][11]:
                       relu_cnt_w==2'b11 ? AccReg[relu_acc_id][15] : {32{1'b0}}
                       : {32{1'b0}};
endmodule
==> ./run.sh <==
#!/bin/bash
# OpenROAD 26Q1-2900-gdf79404cd8, Yosys 0.63+post, stock flow scripts
make -C /OpenROAD-flow-scripts/flow DESIGN_CONFIG=/design/flow/config.mk WORK_HOME=/design/flow/orfs finish
==> ./config.mk <==
export PLATFORM = sky130hd
export DESIGN_NAME = accreg
export DESIGN_NICKNAME = accreg
export VERILOG_FILES = /design/flow/design.v
export SDC_FILE = /design/flow/constraint.sdc
export NUM_CORES = 4
export LEC_CHECK = 1
export CORE_UTILIZATION = 30
==> ./constraint.sdc <==
current_design accreg

set clk_period 639.8
set clk_io_pct 0.2

create_clock -name clk0 -period $clk_period [get_ports {clk}]

set non_clock_inputs [all_inputs -no_clocks]
set_input_delay [expr $clk_period * $clk_io_pct] -clock clk0 $non_clock_inputs
set_output_delay [expr $clk_period * $clk_io_pct] -clock clk0 [all_outputs]
==> out/qor.txt <==
Die Wd - 987.9 um
status - stopped before the end
clock sinks - 4132
CTS buffer count - 575
Seq cells post-synth - 4132
PortBufs - 543
gr ovfl total - 43310
Syn Inst Count - 35490
YS warnings - 2
gr usage total - 0.9767
Yosys cell types - 116
First Err - [ERROR GRT-0116] Global routing finished with congestion. Check the congestion regions in the DRC Viewer.
flip-flops with a built-in enable - 0
share of the synthesized area in the top cell type - 0.2837
number of standard cells reported by yosys - 35490
yosys synthesis chip area - 291600 sq um
asr flop ratio synth - 0
Top area cell types - dfxtp_1 28%, mux4_2 9.8%, a22oi_1 6.1%, a21oi_1 5.8%, nor2_1 4.8%
number of H-tree levels - 6
Synth Flop Type - dfxtp_1
I/O Pins - 544
placed cell areas - 335500 sq um
register share after synthesis - 0.2837
via count of the first global-routing pass - 481400
number of core rows - 361
first-pass GRT wire length - 6280 mm
cts hold-fix bufs - 0
Setup Buffers After CTS - 0
Die Height - 987.9 um
Post-Syn Area - 291600 sq um
FP Core Util - 0.3014
GP Congestion - 1.464
Longest Clk Path Bufs - 5
Root Driver - clkbuf_16
hpwl dp - 3259 mm
Mean Syn Cell Area - 8.215 sq um
largest net degree at the start of global routing - 107
failing step - global routing
Post-CTS Resized - 0
cell type with the largest total area - dfxtp_1
==> per-layer routing <==
| layer | track usage | overflow |
|---|---|---|
| met1 | 0.9546 | 2945 |
| met2 | 1.073 | 26980 |
| met3 | 0.9282 | 3290 |
| met4 | 0.9233 | 9779 |
| met5 | 0.8700 | 321 |
==> cells by family after synthesis <==
family	synth area share
AND-OR/OR-AND	0.3231
XOR/XNOR	0.01270
adder cells (fa/ha/maj)	0.02390
buffers and inverters	0.05194
flip-flops	0.2837
multiplexers	0.1791
AND/OR/NAND/NOR	0.1255
==> per-stage QoR <==
stage / setup slack (ps) / instances
after floorplan: 381230 / 35490
after global placement: 376000 / 49420
after detailed placement: 375980 / 49430
after CTS: 375970 / 50430
==> cell usage after synthesis (all sizes together) (121+ instances only) <==
library cell / count
xnor2: 257
buf: 663
a221oi: 1489
xor2: 164
nor3: 172
mux4: 1273
a21o: 209
nor2: 3729
o21ai: 2351
a211oi: 917
mux2i: 1148
o22ai: 1266
o22a: 500
dfxtp: 4132
ha: 516
a31oi: 341
o21a: 167
and3: 238
clkbuf: 3063
inv: 186
a21oi: 3411
a22o: 335
o211ai: 330
mux2: 1071
nor2b: 121
nand2: 3359
nand3: 547
a22oi: 2352
nand4: 284
