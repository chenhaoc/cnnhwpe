File: flow/config.mk
export PLATFORM = sky130hd
export DESIGN_NAME = eai_itf
export DESIGN_NICKNAME = eai_itf
export VERILOG_FILES = /design/flow/design.v
export SDC_FILE = /design/flow/constraint.sdc
export NUM_CORES = 4
export LEC_CHECK = 1
export CORE_AREA = 10 10 226 226
export DIE_AREA = 0 0 236 236
File: flow/constraint.sdc
current_design eai_itf

set clk_period 13.9
set clk_io_pct 0.2

create_clock -name clk0 -period $clk_period [get_ports {clk}]

set non_clock_inputs [all_inputs -no_clocks]
set_input_delay [expr $clk_period * $clk_io_pct] -clock clk0 $non_clock_inputs
set_output_delay [expr $clk_period * $clk_io_pct] -clock clk0 [all_outputs]
File: flow/design.v
`timescale 1ns/10ps
module eai_itf(
    input  wire          eai_req_valid,
    output wire          eai_req_ready,
    input  wire [31:0]   eai_req_instr,
    input  wire [31:0]   eai_req_rs1,
    input  wire [31:0]   eai_req_rs2,
    input  wire [1:0]    eai_req_itag,
    output wire          eai_rsp_valid,
    input  wire          eai_rsp_ready,
    output wire [31:0]   eai_rsp_wdat,
    output wire [1:0]    eai_rsp_itag,
    output wire          eai_rsp_err,
    output wire          eai_icb_cmd_valid,
    input  wire          eai_icb_cmd_ready,
    output wire [31:0]   eai_icb_cmd_addr,
    output wire          eai_icb_cmd_read,
    output wire [31:0]   eai_icb_cmd_wdata,
    output wire [3:0]    eai_icb_cmd_wmask,
    input wire           eai_icb_rsp_valid,
    output wire          eai_icb_rsp_ready,
    input  wire [31:0]   eai_icb_rsp_rdata,
    input  wire          eai_icb_rsp_err,
    output wire          eai_mem_holdup,
    input   wire          clk,
    input   wire          rst,
    output  wire  [31:0]  instr,
    output  wire  [31:0]  rs1_data,
    output  wire  [31:0]  rs2_data,
    input   wire          acc_ren,
    input   wire  [31:0]  acc_r_rd,
    input   wire          relu_ren,
    input   wire          relu_ren_st,
    input   wire  [31:0]  relu_out_32b,
    output  wire          relu_out_continue,
    input   wire          relu_done,
    input   wire          relu_accreg_en,
    input   wire          hwpe_conv_st,
    input   wire          matrixmac_st,
    input   wire          instr_reset,
    input   wire          done_imm,
    input   wire          fmap_2addr_error,
    input   wire          kernel_2addr_error,
    input   wire          hwpe_conv_en_error,
    input   wire          fmap_write_read_error,
    input   wire          kernel_write_read_error,
    input   wire          pe_done
);
wire done;
wire done_pe;
wire done_relu;
wire done_instr;
wire has_error;
wire relu_write_error;
wire pe_en;
wire matrixmac_en;
wire hwpe_conv_en;
wire done_instr_st;
reg done_reg;
reg error_reg;
reg eai_mem_holdup_reg;
reg [31:0] relu_write_addr_reg;
reg [31:0] rs1_reg;
reg [31:0] rs2_reg;
reg [1:0]  itag_reg;
reg [31:0] instr_reg;
reg eai_rsp_valid_reg;
reg matrixmac_en_reg;
reg hwpe_conv_en_reg;
reg done_instr_reg;
reg done_instr_nimm_reg;
always @(posedge clk) begin
    if(eai_req_valid&eai_req_ready) begin
        instr_reg <= #1 eai_req_instr;
        rs1_reg   <= #1 eai_req_rs1;
        rs2_reg   <= #1 eai_req_rs2;
        itag_reg  <= #1 eai_req_itag;
    end
end
assign eai_req_ready = (eai_req_valid & eai_req_instr[6:0]!=7'b00_010_11) ? 1'b0 : instr_reset ? 1'b1 : done_reg; 
assign rs1_data = eai_req_valid ? eai_req_rs1 : rs1_reg;
assign rs2_data = eai_req_valid ? eai_req_rs2 : rs2_reg;
assign instr = eai_req_valid ? eai_req_instr : instr_reg;
wire eai_rsp_valid_w;
wire done_imm_st;
wire done_instr_nimm;
wire done_nimm_st;
assign done_imm_st = done_imm&eai_req_valid&eai_req_ready;
assign done_instr_nimm = ~done_imm&done_instr;
assign done_nimm_st = done_instr_nimm&~done_instr_nimm_reg;
assign eai_rsp_valid_w = done_imm_st ? 1'b1 :
                        done_nimm_st&eai_rsp_ready ? 1'b0 :
                        done_nimm_st ? 1'b1 : eai_rsp_ready ? 1'b0 : eai_rsp_valid_reg;
assign eai_rsp_valid = done_imm_st | done_nimm_st | eai_rsp_valid_reg;
assign eai_rsp_wdat = acc_r_rd;
assign eai_rsp_itag = done_instr&eai_req_valid ? eai_req_itag : itag_reg;
assign eai_rsp_err = eai_req_valid & (relu_ren_st|matrixmac_st|hwpe_conv_st) ? 1'b0 : has_error ? 1'b1 : error_reg;
assign has_error = fmap_2addr_error | kernel_2addr_error | relu_write_error | hwpe_conv_en_error |fmap_write_read_error |kernel_write_read_error;
assign eai_icb_cmd_valid = relu_accreg_en;
assign relu_out_continue = eai_icb_cmd_ready;
assign eai_icb_cmd_addr = relu_write_addr_reg;
assign eai_icb_cmd_read = 1'b0;
assign eai_icb_cmd_wdata = relu_out_32b;
assign eai_icb_cmd_wmask = 4'b1111;
always @(posedge clk) begin
    eai_rsp_valid_reg  <= #1 eai_rsp_valid_w;
    relu_write_addr_reg <= #1 (eai_req_valid & relu_ren) ? rs1_data :
                                 eai_icb_cmd_ready ? relu_write_addr_reg + 4'd8 :
                                 relu_write_addr_reg ;
end
assign eai_icb_rsp_ready = eai_icb_rsp_valid; 
assign relu_write_error = eai_icb_rsp_valid&eai_icb_rsp_ready&eai_icb_rsp_err;
assign eai_mem_holdup = relu_ren_st ? 1'b1 : eai_rsp_ready ? 1'b0 : eai_mem_holdup_reg;
always @(posedge clk) begin
    if(rst) begin
        eai_mem_holdup_reg <= #1 1'b0;
        done_reg  <= #1 1'b1;
        error_reg <= #1 1'b0;
        matrixmac_en_reg <= #1 1'b0;
        hwpe_conv_en_reg <= #1 1'b0;
         done_instr_reg <= 1'b1;
         done_instr_nimm_reg <= #1 1'b0;
    end
    else begin
        eai_mem_holdup_reg <= #1 eai_mem_holdup;
        done_reg  <= #1 done;
        error_reg <= #1 eai_rsp_err;
        matrixmac_en_reg <= #1 matrixmac_en;
        hwpe_conv_en_reg <= #1 hwpe_conv_en;
        done_instr_reg <= #1 done_instr;
        done_instr_nimm_reg <= #1 done_instr_nimm;
    end
end
assign matrixmac_en = matrixmac_st ? 1'b1 : pe_done ? 1'b0 : matrixmac_en_reg;
assign hwpe_conv_en = hwpe_conv_st ? 1'b1 : pe_done ? 1'b0 : hwpe_conv_en_reg;
assign done_matrixmac = matrixmac_en ? (matrixmac_st ? 1'b0 : pe_done ? 1'b1 : done_reg) : 1'b1;
assign done_hwpe_conv = hwpe_conv_en ? (hwpe_conv_st ? 1'b0 : pe_done ? 1'b1 : done_reg) : 1'b1;
assign done_relu = relu_ren ? (relu_ren_st ? 1'b0 : relu_done ? 1'b1 : done_instr_reg) : 1'b1;
assign done_instr = done_matrixmac & done_relu;
assign done = done_matrixmac & done_hwpe_conv & done_relu;
assign done_instr_st = done_instr&~done_instr_reg;
endmodule
File: flow/run.sh
#!/bin/bash
# OpenROAD 26Q1-2900-gdf79404cd8, Yosys 0.63+post, stock flow scripts
make -C /OpenROAD-flow-scripts/flow DESIGN_CONFIG=/design/flow/config.mk WORK_HOME=/design/flow/orfs finish
==> Table 3: Implementation characteristics <==
Physical implementation characteristics

Parameter                              Value

Run
  Max-Cap Viols    0
  Total tool warning count    58

Power and ir drop
  Switching component of the power    0.262 mW
  Standby leakage power    3.28 nW
  Power per standard cell area    106 mW/mm^2
  Share of power burned in the clock network    40.9%
  Power consumption    1.08 mW
  Logic gate share of total power    13.7%
  Cell internal pwr    0.816 mW
  Sequential fraction of design power    45.3%
  Worst voltage drop across the vdd grid    0.0000897 V
  Switching Share    24.3%

STA
  RSZ-0062 raised after global routing    no
  Total count of max-transition violations in the final report    0
  Final-report hold violation count    0
  Final period demand of the worst path    7.64 ns
  Slew margin rel.    49.2%
  Worst hold margin    0.504 ns
  Worst-case clock skew    0.00822 ns
  Post-layout period usage of the worst path    55.0%
  Highest Clock Rate    131 MHz
  Actual transition at the worst max-transition pin    0.762 ns
  Total negative slack    0 ns
  Count of final setup violators    0

Clock tree
  Number of instances resized during post-cts repair    0
  CTS tree    yes
  Max clock buf depth    2
  Level count of the clock H-tree    4
  Clock Pin Slew Worst Setup and Hold Paths    0.07 ns
  Number of sinks handled by clock tree synthesis    138
  Clock Root Buffer    clkbuf_16
  Late-Pin Clk Latency    0.47 ns
  Post-CTS setup repair buffer count    0
  Number of buffers added by the clock tree synthesis step    17
  Number of buffers added to fix hold violations after cts    0

Cells and area
  Ratio of cells with drive above 1 in the final layout    20.0%
  Post-Layout Cell Count    1327
  Syn-to-layout area delta    48.0%
  Filler cells    4863
  Final Instance Area    0.0102 sq mm

Detailed routing
  Routed via count divided by cell count    3.54
  Remaining antenna violation count    0
  Via Count    4700
  1st-iter DRT viols    196
  Routed wire length per instance    15.9 microns
  DRC violations left    0
  Count of TritonRoute iterations in the first routing pass    4
  Routed wire length    21100 microns

Place
  Number of I/O port buffers    253
  HPWL after detailed placement    15500 microns
  Total cell area at the placement stage    0.00962 sq mm
  Placer's final routability congestion estimate    0.797
  Placed insts    1294

Logic synthesis
  Post-synthesis cell count from yosys    516
  Post-synthesis instance area    0.00687 sq mm
  Post-synth seq share    59.1%
  Gate count after technology mapping    516
  Synth Warn #    3
  Count of state elements after synthesis    138
  Cell taking the most area after synthesis    edfxtp_1
  Syn Area/Cell    13.3 sq um
  Largest type area fraction    56.8%
  Async set-reset flop share out of synthesis    0%
  Cell variety after synth    42
  Yosys Chip Area    0.00687 sq mm
  Post-synth EDFFs    130
  Main area contributors    edfxtp_1, mux2_2, buf_4
  Cell with the most instances after synthesis    edfxtp_1
  Top_reg_cell synth    edfxtp_1
  Most instantiated cells after synthesis    edfxtp_1, mux2_2, buf_4

Hold path
  Worst hold path class    reg -> reg
  Hold path depth    2

Global routing
  Overall overflow remaining after global route    0
  Pin count of the biggest net entering global routing    52
  Number of global-route vias before repair    4823
  GRT Util Overall    7.37%
  Antenna violations before repair    0
  Global-route wire length before repair    31300 microns

Floorplan
  CORE AREA    0.0464 sq mm
  Die span in x    236 microns
  FP Rows    79
  Core Util at FP    14.8%
  Number of top-level pins    422
  Die y size    236 microns
  Chip area    0.0557 sq mm

Setup path
  Critical Setup Path Class    in -> out
  Arrival time at the worst endpoint    4.86 ns
  Critical path capture point type    primary output
  Worst-path cell with the longest stage delay    buf_4
  Cell chain of the critical path    buf_4, buf_4, o21ai_0, nor4_4, nand2_1, nand2_1, clkdlybuf4s50_1
  Maximum fanout count along the critical path    39
  Slowest Stage Delay on Critical Path    0.54 ns
  Reg2reg path depth    4
  Setup slack on the worst flop-to-flop path    11.35 ns
  Startpoint types    input port
  Required time worst endpoint    11.12 ns

Status
  Status    finished, final reports clean
## routing by layer
metal  vias up  wire length, microns  track usage [%]
li1       2241                     -                -
met1      2242                  8890             9.19
met2       180                  9540             11.2
met3        37                  2080             3.68
met4         0                   623             2.00
met5         -                     0                0
## placed cells by master (no fill, tap or decap), types with 3 or more instances in the layout
cell type	netlist	final
conb_1	2	5
clkinv_4	0	3
inv_6	0	3
clkdlybuf4s50_1	0	252
xor2_1	3	3
clkbuf_16	0	17
inv_1	4	4
nor4_1	5	4
nor2_1	20	20
nor3_1	4	4
or3_1	7	7
nand2_1	34	34
buf_4	73	8
o31ai_1	4	4
nor2b_1	3	3
clkinvlp_4	0	3
xnor2_1	11	11
edfxtp_1	130	130
a21oi_1	6	6
nand3_1	7	7
o21ai_0	25	25
dfxtp_1	8	8
and4_1	4	4
mux2_2	98	98
a31oi_1	12	12
or4_1	4	4
and3_1	5	5
nand4_1	6	6
## through the flow
step                      util (%)  setup slack [ns]
after floorplan                  -              2.07
after global placement        20.8              6.20
after detailed placement      20.8              6.21
after CTS                     21.9              6.20
after global routing          21.9              6.04
final                         21.9              6.26
## final timing paths
| path | start | end |
|---|---|---|
| setup / recovery | eai_req_valid | eai_rsp_valid |
| hold / removal | matrixmac_en_reg$_SDFF_PP0_ | matrixmac_en_reg$_SDFF_PP0_ |
| setup reg to reg | done_reg$_SDFF_PP1_ | instr_reg[11]$_DFFE_PP_ |
| hold reg to reg | matrixmac_en_reg$_SDFF_PP0_ | matrixmac_en_reg$_SDFF_PP0_ |
## cell type report
class                           instances  area, sq um  share of cell area [%]
Timing Repair Buffer                  260         2580                    25.4
Clock inverter                         14          123                    1.21
Tap cell                              607          759                    7.46
Antenna cell                            1         2.50                  0.0246
Clock buffer                           18          429                    4.22
Multi-Input combinational cell        285         2200                    21.6
Inverter                                4         15.0                   0.148
Sequential cell                       138         4060                    39.9
## cells by family (layout without fill, tap and decap cells)
group	after synthesis	after routing	synth area share (%)
buf+inv	96	296	9.25
simple gates	111	111	8.68
other cells	2	6	0.109
xor+xnor	14	14	1.78
flops	138	138	59.1
mux	98	98	16.1
fa+ha+maj	1	1	0.182
compound gates	56	56	4.81
## worst max-delay path: cells and delay by family
family,cells,cell delay (ns)
AOI/OAI and AO/OA,1,0.26
buffers and inverters,3,1.35
and+or+nand+nor,3,0.42
## power by group through the flow
stage | clock [mW] | sequential (mW) | combinational [mW]
after CTS | 0.467 | 0.488 | 0.152
after global routing | 0.478 | 0.491 | 0.163
final | 0.441 | 0.489 | 0.148
No activity file was given, so power comes from the tool's default toggle rates.
