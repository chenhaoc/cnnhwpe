[config.mk]
export PLATFORM = sky130hd
export DESIGN_NAME = regcfg
export DESIGN_NICKNAME = regcfg
export VERILOG_FILES = /design/flow/design.v
export SDC_FILE = /design/flow/constraint.sdc
export NUM_CORES = 4
export LEC_CHECK = 1
export CORE_UTILIZATION = 50
[run.sh]
#!/bin/bash
# OpenROAD 26Q1-2900-gdf79404cd8, Yosys 0.63+post, stock flow scripts
make -C /OpenROAD-flow-scripts/flow DESIGN_CONFIG=/design/flow/config.mk WORK_HOME=/design/flow/orfs finish
[design.v]
`timescale 1ns/10ps
module regcfg(
    input  wire          clk,
    input  wire          write_fmap_addrreg,
    input  wire          write_cfgreg,
    input  wire          matrixmac_st,
    input  wire  [4:0]   rs1,
    input  wire  [4:0]   rs2,
    input  wire  [4:0]   rd,
    input  wire  [31:0]  rs1_data,
    input  wire  [31:0]  rs2_data,
    output wire  [15:0]  Conv_W_offset,
    output wire  [15:0]  Conv_CH_count,
    output wire  [3:0]   Kernel_size,
    output wire  [1:0]   Data_type,
    output wire          Layer_type,
    output wire          Kernel_333,
    output wire  [4:0]   AccReg_shift,
    output wire  [9:0]   K_count,
    output reg   [15:0]  W_count,
    output reg   [15:0]  H_count,
    output reg   [15:0]  W_stride,
    output reg   [15:0]  H_stride,
    input  wire  [2:0]   baseaddr_ra1,
    input  wire  [2:0]   baseaddr_ra2,
    output wire  [21-1:0] baseaddr_rd1,
    output wire  [21-1:0] baseaddr_rd2
);
reg [21-1:0] FmapAddrBase[0:7];
wire [2:0] base_addr_idx;
assign base_addr_idx = rd[2:0];
always @(posedge clk) begin
    if(write_fmap_addrreg) begin
        FmapAddrBase[base_addr_idx] <= #1 rs1_data;
        FmapAddrBase[base_addr_idx+1] <= #1 rs2_data;
    end
end
assign baseaddr_rd1 = FmapAddrBase[baseaddr_ra1];
assign baseaddr_rd2 = FmapAddrBase[baseaddr_ra2];
reg [31:0] cfgreg0,cfgreg1;
always @(posedge clk) begin
    if(write_cfgreg) begin
        cfgreg0 <= #1 rs1_data;
        cfgreg1 <= #1 rs2_data;
    end
end
assign Conv_CH_count    = cfgreg0[15:0];
assign Conv_W_offset	= cfgreg0[31:16];
assign Kernel_size	= cfgreg1[3:0];
assign Data_type	= cfgreg1[5:4];
assign Layer_type	= cfgreg1[6];
assign Kernel_333	= cfgreg1[7];
assign AccReg_shift	= cfgreg1[12:8];
assign K_count  	= cfgreg1[22:13];
always @(posedge clk) begin
    if(matrixmac_st) begin
        H_count <= #1 rs1_data[15:0];
        W_count <= #1 rs1_data[31:16];
        H_stride <= #1 rs2_data[15:0];
        W_stride <= #1 rs2_data[31:16];
    end
end
endmodule
[constraint.sdc]
current_design regcfg

set clk_period 8.5
set clk_io_pct 0.2

create_clock -name clk0 -period $clk_period [get_ports {clk}]

set non_clock_inputs [all_inputs -no_clocks]
set_input_delay [expr $clk_period * $clk_io_pct] -clock clk0 $non_clock_inputs
set_output_delay [expr $clk_period * $clk_io_pct] -clock clk0 [all_outputs]
==> results.rst <==
Implementation results
======================

.. list-table::
   :header-rows: 1

   * - Metric
     - Value
   * - Netlist cell types
     - 21
   * - Clock buffer depth
     - 3
   * - Hold-fix buffers at CTS
     - 0
   * - Slowest CP cell
     - sky130_fd_sc_hd__mux4_2
   * - Setup TNS
     - 0 ns
   * - Number of DRC markers in iteration 0
     - 371
   * - Row Count
     - 59
   * - Crit-path max cell delay
     - 0.58 ns
   * - Layout Utilization
     - 65.4%
   * - Tally of max-capacitance violations
     - 0
   * - WL final
     - 32.3 mm
   * - Post-route clock period utilization
     - 67.6%
   * - Hold Violations, Final
     - 0
   * - Chip area from the yosys synthesis statistics
     - 13300 µm²
   * - Final setup vio count
     - 0
   * - Post-synthesis instance total
     - 651
   * - Initial standard-cell utilization of the core
     - 50.9%
   * - Power Dens Cells
     - 201 nW/µm²
   * - Met2 track demand over resource in global routing
     - 41.1%
   * - Via/cell ratio
     - 5.94
   * - Number of cells in Yosys stat
     - 651
   * - Final antenna-violating net count
     - 0
   * - Met3 Track Usage GR
     - 14.3%
   * - Largest net degree at the start of global routing
     - 44
   * - Nature of the critical path startpoint
     - input pin
   * - Total of warnings raised by yosys
     - 1
   * - Log Warnings
     - 38
   * - Number of gates resized after cts
     - 0
   * - LEAKAGE
     - 5.65 nW
   * - DP Wirelength
     - 19.4 mm
   * - Required arrival time at the worst endpoint
     - 6.80 ns
   * - Cell area after technology mapping
     - 13300 µm²
   * - Flops & latches, synth
     - 287
   * - Core area
     - 26100 µm²
   * - Sequential-to-total area share from yosys stat
     - 65.0%
   * - Die Span Y
     - 165 µm
   * - Hold crit path type
     - in -> reg
   * - F_max
     - 174 MHz
   * - Peak supply drop
     - 0.000196 V
   * - Setup repair after global routing missed its margin
     - no
   * - Total die area
     - 27200 µm²
   * - Remaining design rule violation count
     - 0
   * - Outcome
     - finished, final reports clean
   * - H-tree levels
     - 1
   * - Number of sinks driven by the clock tree
     - 287
   * - Highest-utilization routing layer at the global route stage
     - met2
   * - Vias
     - 7510
   * - Number of buffer and inverter instances along the worst setup path
     - 4
   * - Slew @ Worst Pin
     - 0.837 ns
   * - # Post-CTS Setup Buffers
     - 0
   * - Average wire length per cell after detail routing
     - 25.5 µm
   * - Final worst path period need
     - 5.75 ns
   * - Number of max-slew violations in the final report
     - 0
   * - Mean area per synthesized cell
     - 20.4 µm²
   * - Initial antenna violation count
     - 0
   * - Root buf cell
     - sky130_fd_sc_hd__clkbuf_16
   * - Crit-path most repeated cell
     - sky130_fd_sc_hd__buf_4
   * - Crit Path Category
     - in -> out
   * - Filler instances
     - 1748
   * - Final global-route overflow total
     - 0
   * - Count of port buffers added during placement
     - 237
   * - CP Cell Sequence
     - buf_2, buf_4, buf_4, mux4_2, mux2_2, clkdlybuf4s50_1
   * - Arrival time worst endpoint
     - 4.05 ns
   * - Met1 Usage GRT
     - 40.0%
   * - Number of global-route vias before repair
     - 8162
   * - Global-route wire length before repair
     - 48.3 mm
   * - Cell family with most CP delay
     - buffers and inverters
   * - Clock tree from TritonCTS
     - yes
   * - Critical Path Fanout Max
     - 22
   * - Ports
     - 250
   * - Drt pass-1 iters
     - 4
   * - Share of cells above drive strength 1
     - 41.4%
   * - ANT cells
     - 0
   * - Worst setup EP type
     - output port
   * - Overall Global Routing Usage
     - 27.5%
   * - Total clock buffers created by CTS
     - 31
   * - Synthesis-to-finish area growth
     - 28.5%
   * - Clock input transition at the sequential cells of the worst setup and hold paths
     - 0.05 ns
   * - Routability-driven placement congestion ratio
     - 0.776
   * - Width of the die
     - 165 µm
   * - Relative max-transition margin
     - 44.2%
[metrics by stage]
| stage | power [mW] | cells | setup slack (ns) | hold slack (ns) | area, µm² |
|---|---|---|---|---|---|
| detailed placement | 2.24 | 1209 | 2.69 | 2.14 | 16100 |
| global route | 3.55 | 1264 | 2.56 | 1.56 | 17100 |
| finish | 3.43 | 1264 | 2.75 | 1.57 | 17100 |
| global placement | 2.22 | 1209 | 2.69 | 2.13 | 16100 |
| CTS | 3.46 | 1264 | 2.69 | 1.55 | 17100 |
| floorplan | 1.94 | 651 | 3.90 | 1.80 | 13300 |
[registers in the layout (all words and copies together) (netlist names)]
signal	count
W_count	16
FmapAddrBase	168
cfgreg0	32
W_stride	16
H_stride	16
cfgreg1	23
H_count	16
[metal layers]
| layer | wire length [µm] | share of wire, % |
|---|---|---|
| met3 | 4060 | 13 |
| met1 | 11600 | 36 |
| met2 | 15800 | 49 |
| met4 | 830 | 2.6 |
| met5 | 0 | 0 |
[synth_stat cells]
| library cell | instances | area (µm²) |
|---|---|---|
| sky130_fd_sc_hd__buf_2 | 26 | 130 |
| sky130_fd_sc_hd__buf_4 | 2 | 15.0 |
| sky130_fd_sc_hd__clkbuf_1 | 14 | 52.6 |
| sky130_fd_sc_hd__edfxtp_1 | 287 | 8620 |
| sky130_fd_sc_hd__ha_1 | 1 | 12.5 |
| sky130_fd_sc_hd__mux2_1 | 4 | 45.0 |
| sky130_fd_sc_hd__mux2_2 | 206 | 2320 |
| sky130_fd_sc_hd__mux4_2 | 84 | 1890 |
| sky130_fd_sc_hd__nand2_1 | 5 | 18.8 |
| sky130_fd_sc_hd__nand2b_1 | 3 | 18.8 |
| sky130_fd_sc_hd__nand3_1 | 1 | 5.00 |
| sky130_fd_sc_hd__nand3b_1 | 1 | 7.51 |
| sky130_fd_sc_hd__nor2_1 | 4 | 15.0 |
| sky130_fd_sc_hd__nor3_2 | 2 | 20.0 |
| sky130_fd_sc_hd__nor3b_1 | 1 | 7.51 |
| sky130_fd_sc_hd__o21ai_0 | 2 | 10.0 |
| sky130_fd_sc_hd__o21bai_1 | 2 | 15.0 |
| sky130_fd_sc_hd__o22ai_1 | 2 | 12.5 |
| sky130_fd_sc_hd__o32ai_1 | 2 | 17.5 |
| sky130_fd_sc_hd__xnor2_2 | 1 | 16.3 |
| sky130_fd_sc_hd__xor2_2 | 1 | 16.3 |
[worst paths after layout]
check | startpoint | to | slack, ns | cells past startpoint
setup / recovery | baseaddr_ra2[0] | baseaddr_rd2[14] | 2.75 | 6
hold / removal | matrixmac_st | H_stride[13]$_DFFE_PP_ | 1.57 | 1
[placed cells by master, fill, tap and decap left out]
cell,count
sky130_fd_sc_hd__mux2_2,206
sky130_fd_sc_hd__nand2b_1,3
sky130_fd_sc_hd__buf_2,5
sky130_fd_sc_hd__clkinv_4,1
sky130_fd_sc_hd__clkinv_1,5
sky130_fd_sc_hd__clkinv_2,9
sky130_fd_sc_hd__buf_4,29
sky130_fd_sc_hd__mux2_1,4
sky130_fd_sc_hd__xnor2_2,1
sky130_fd_sc_hd__o21bai_2,2
sky130_fd_sc_hd__edfxtp_1,287
sky130_fd_sc_hd__ha_1,1
sky130_fd_sc_hd__o32ai_4,2
sky130_fd_sc_hd__o22ai_2,2
sky130_fd_sc_hd__nor3_4,2
sky130_fd_sc_hd__inv_6,1
sky130_fd_sc_hd__nand3_1,1
sky130_fd_sc_hd__xor2_2,1
sky130_fd_sc_hd__nor3b_1,1
sky130_fd_sc_hd__nand3b_1,1
sky130_fd_sc_hd__nor2_2,4
sky130_fd_sc_hd__clkbuf_16,31
sky130_fd_sc_hd__clkinvlp_4,2
sky130_fd_sc_hd__bufinv_16,1
sky130_fd_sc_hd__clkbuf_1,5
sky130_fd_sc_hd__o21ai_2,2
sky130_fd_sc_hd__mux4_2,84
sky130_fd_sc_hd__clkdlybuf4s50_1,231
sky130_fd_sc_hd__nand2_1,5
[logic make-up (layout without fill, tap and decap cells)]
logic type                 Yosys count  in the layout  synth area share, %
and+or+nand+nor                     17             17                0.698
muxes                              294            294                 32.1
buffers and inverters               42            320                 1.49
xor gates and xnor gates             2              2                0.245
DFF                                287            287                 65.0
AOI/OAI and AO/OA                    8              8                0.415
adders and majority gates            1              1               0.0943
[final cells by class]
| cell class | count | area [µm²] | area share (%) |
|---|---|---|---|
| multi-input combinational | 322 | 4540 | 26.6 |
| tap | 335 | 419 | 2.46 |
| timing repair buffer | 265 | 2550 | 15.0 |
| clock buffer | 36 | 795 | 4.66 |
| clock inverter | 19 | 126 | 0.741 |
| sequential | 287 | 8620 | 50.5 |
[where the power goes]
group          leakage (nW)  internal [mW]  switching [mW]
clock                 0.454          0.694           0.529
sequential             2.71           1.68          0.0355
combinational          2.49          0.302           0.185
Power is estimated from default activity; no workload was simulated.
